## ./config.mk

```make
export PLATFORM = sky130hd
export DESIGN_NAME = fp_multiplier
export DESIGN_NICKNAME = fp_multiplier
export VERILOG_FILES = /design/flow/design.v
export SDC_FILE = /design/flow/constraint.sdc
export NUM_CORES = 4
export LEC_CHECK = 1
export CORE_UTILIZATION = 40
```

## ./constraint.sdc

```tcl
current_design fp_multiplier

set clk_period 10.8
set clk_io_pct 0.2

create_clock -name clk0 -period $clk_period [get_ports {clock}]

set non_clock_inputs [all_inputs -no_clocks]
set_input_delay [expr $clk_period * $clk_io_pct] -clock clk0 $non_clock_inputs
set_output_delay [expr $clk_period * $clk_io_pct] -clock clk0 [all_outputs]
```

## ./design.v

```verilog
`timescale 1ns / 1ps
module fp_multiplier(input [32-1:0]  fp_input1,
            input [32-1:0]  fp_input2,
            input 			 clock,
            input 	  		 enable,
            output [32-1:0] fp_output,
            output 		    fp_exception
    );
wire [2*32+-2*8-1:0]result_man;
main_multiplier_fpu_test m1(.a({1'b1,fp_input1[32-2-8:0]}),.b({1'b1,fp_input2[32-2-8:0]}),.clk(clock),.c_reg(result_man));
wire overflow_exception;
wire underflow_exception;
reg [8-1:0]result_exp;
reg [8-1:0]out_exp;
reg [32-8-2:0] out_man;
reg [32-2:0] out_res;
reg out_inf;
reg out_zero;
reg out_nan;
reg out_inf_fw_1;
reg out_zero_fw_1;
reg out_nan_fw_1;
reg out_inf_fw_2;
reg out_zero_fw_2;
reg out_nan_fw_2;
reg do_norm;
reg overflow_exception_1;
reg underflow_exception_1;
reg overflow_exception_1_fw;
reg underflow_exception_1_fw;
reg overflow_exception_2;
reg norm_done;
reg exp_adj_done;
reg output_sign;
reg output_sign_fw_1;
reg output_sign_fw_2;
always @(posedge clock)
begin	
  if (enable)
  begin
    output_sign <= fp_input1[32-1] ^ fp_input2[32-1];   
    if (fp_input1[32-2:0] == 31'h7f800000 && fp_input2[32-2:0] == 31'b0)
    begin
      out_nan  <= 1;   
      out_zero <= 0; 
      out_inf  <= 0; 
      do_norm	<= 0;
    end	
    else if(fp_input2[32-2:0] == 31'h7f800000 && fp_input1[32-2:0] == 31'b0)
    begin
      out_nan  <= 1;   
      out_zero <= 0; 
      out_inf  <= 0; 
      do_norm	<= 0;
    end
    else if(fp_input1[32-2:0] == 31'h7f800000 || fp_input2[32-2:0] == 31'h7f800000)
    begin
      out_inf  <= 1;   
      out_zero <= 0;
      out_nan  <= 0;
      do_norm	<= 0;
    end			
    else if(fp_input1[32-2:0] == 31'b0 || fp_input2[32-2:0] == 31'b0)
    begin
      out_zero <= 1;   
      out_inf  <= 0;  
      out_nan  <= 0;
      do_norm	<= 0;
    end	
    else
    begin		
      out_inf  	<= 0;  
      out_zero 	<= 0;
      out_nan		<= 0;
      do_norm		<= 1;
      result_exp  <= fp_input1[32-2:32-1-8] + fp_input2[32-2:32-1-8] - 7'd127;						
    end
  end
  else
  begin
    out_zero      <= out_zero;
    out_nan		  <= out_nan;
    out_inf		  <= out_inf;
    result_exp	  <= result_exp;
    output_sign	  <= output_sign;		
    do_norm 		  <= do_norm;
  end
end
always @(posedge clock)
begin
  norm_done  	  			 <= 0;
  out_man	     			 <= 0;
  overflow_exception_1  <= 0;
  underflow_exception_1 <= 0;
  out_zero_fw_1 			 <= out_zero;
  out_nan_fw_1  			 <= out_nan;
  out_inf_fw_1  			 <= out_inf;
  output_sign_fw_1		 <= output_sign;
  if(do_norm)
  begin
    if (result_exp > 254)
    begin
      overflow_exception_1 	<= 1;   
      underflow_exception_1 	<= 0;
    end
    else if (result_exp < 1)
    begin
      underflow_exception_1 	<= 1;
      overflow_exception_1 	<= 0;
    end
    else
    begin
      if(result_man[2*32+-2*8-1])
      begin
        out_exp <= result_exp + 1'b1;  
        out_man <= result_man [2*32+-2*8-2 : 2*32+-2*8-2 -(32-8-2)];  
        norm_done  <= 1;
      end
      else if (result_man[2*32+-2*8-2])
      begin
        out_exp <= result_exp;  
        out_man <= result_man [2*32+-2*8-3 : 2*32+-2*8-3 -(32-8-2)];
        norm_done  <= 1;
      end		
      else
        out_man <= 23'b0;
    end
  end
end
always @(posedge clock)
begin
  exp_adj_done 				 <= 0;
  overflow_exception_2 	 <= 0;
  out_res						 <= 0;
  overflow_exception_1_fw  <= overflow_exception_1;
  underflow_exception_1_fw <= underflow_exception_1;
  out_zero_fw_2 			 	 <= out_zero_fw_1;
  out_nan_fw_2  			 	 <= out_nan_fw_1;
  out_inf_fw_2  			 	 <= out_inf_fw_1;
  output_sign_fw_2		 	 <= output_sign_fw_1;
  if(norm_done)
  begin		
    if (out_exp > 254)
      overflow_exception_2 <= 1;
    else
    begin
      exp_adj_done <= 1;
      out_res      <= {out_exp,out_man};
    end
  end
end
assign fp_output[32-1]     = output_sign_fw_2;
assign fp_output[32-2:0]   = exp_adj_done ? out_res : underflow_exception ? 31'b0: overflow_exception ? 31'h7f800000 : out_nan_fw_2 ? 31'h7f800001 : 31'bz;
assign overflow_exception  = overflow_exception_1_fw || overflow_exception_2 || out_inf_fw_2;
assign underflow_exception = underflow_exception_1_fw || out_zero_fw_2;
assign fp_exception        = overflow_exception || underflow_exception;
endmodule
module main_multiplier_fpu_test(
 input [23:0]	a,
 input [23:0] 	b,
 input 			clk,
 input 			en,
 output reg [47:0] 	c_reg
    );
  reg [23:0]  a_reg;
  reg [23:0]  b_reg;
  wire [47:0] c ; 
  always @(posedge clk) begin
    a_reg <= a ; 
    b_reg <= b ; 
    c_reg <= c ; 
    end 
  multiplier_fpu_test mul(
            .a(a_reg), 
            .b(b_reg), 
            .c(c),
            .clk(clk)
            );
endmodule
module multiplier_fpu_test(
 input [23:0] 	a,
 input [23:0]	b,
 input 			clk,
 output reg [47:0] 	c
    );
   wire [47:0]	c0;
   wire [47:0]	c1;
   wire [47:0]	c2;
   wire [47:0]	c3;
   wire [47:0]	c4;
   wire [47:0]	c5;
   wire [47:0]	c6;
   wire [47:0]	c7;
   wire [47:0]	c8;
   wire [47:0]	c9;
   wire [47:0]	c10;
   wire [47:0]	c11;
   wire [47:0]	c12;
   reg [47:0]	d0;
   reg [47:0]	d1;
   reg [47:0]	d2;
   reg [47:0]	d3;
   reg [47:0]	d4;
   reg [47:0]	d5;
   reg [47:0]	d6;
   reg [47:0]	d7;
   reg [47:0]	d8;
   reg [47:0]	d9;
   reg [47:0]	d10;
   reg [47:0]	d11;
   reg [47:0]	d12;
   mini_multiplier_fpu_test mmul0(
                .a(a),
                .b({b[1:0],1'b0}),
                .c(c0)
                );
   mini_multiplier_fpu_test mmul1(
                .a(a),
                .b(b[3:1]),
                .c(c1)
                );
   mini_multiplier_fpu_test mmul2(
                .a(a),
                .b(b[5:3]),
                .c(c2)
                );							
   mini_multiplier_fpu_test mmul3(
                .a(a),
                .b(b[7:5]),
                .c(c3)
                );
   mini_multiplier_fpu_test mmul4(
                .a(a),
                .b(b[9:7]),
                .c(c4)
                );
   mini_multiplier_fpu_test mmul5(
                .a(a),
                .b(b[11:9]),
                .c(c5)
                );
    mini_multiplier_fpu_test mmul6(
                .a(a),
                .b(b[13:11]),
                .c(c6)
                );
    mini_multiplier_fpu_test mmul7(
                .a(a),
                .b(b[15:13]),
                .c(c7)
                );
    mini_multiplier_fpu_test mmul8(
                .a(a),
                .b(b[17:15]),
                .c(c8)
                );
    mini_multiplier_fpu_test mmul9(
                .a(a),
                .b(b[19:17]),
                .c(c9)
                );
    mini_multiplier_fpu_test mmul10(
                .a(a),
                .b(b[21:19]),
                .c(c10)
                );
    mini_multiplier_fpu_test mmul11(
                .a(a),
                .b(b[23:21]),
                .c(c11)
                );
   mini_multiplier_fpu_test mmul12(
                .a(a),
                .b({2'b0,b[23]}),
                .c(c12)
                );
   always @( posedge clk) begin
    d0 <= c0 ;
    d1 <= {c1[45:0],2'b0} ;
    d2 <= {c2[43:0],4'b0} ;
    d3 <= {c3[41:0],6'b0} ;
    d4 <= {c4[39:0],8'b0} ;
    d5 <= {c5[37:0],10'b0} ;
    d6 <= {c6[35:0],12'b0} ;
    d7 <= {c7[33:0],14'b0} ;
    d8 <= {c8[31:0],16'b0} ;
    d9 <= {c9[29:0],18'b0} ;
    d10 <= {c10[27:0],20'b0} ;
    d11 <= {c11[25:0],22'b0} ;	
    d12 <= {c12[23:0],24'b0} ;	
   end
   reg [47:0] c_temp1, c_temp2, c_temp3, c_temp4, c_temp5, c_temp6, c_temp7, c_temp9, c_temp10, c_temp11, c_temp12; 
   always @(*) begin
    c_temp1 = d0 + d1 ; 
    c_temp2 = d2 + d3 ; 
    c_temp3 = d4 + d5 ; 
    c_temp4 = d6 + d7 ;
    c_temp5 = d8 + d9 ; 
    c_temp6 = d10 + d11 ; 		
    c_temp9 = c_temp1 + c_temp2 ;
    c_temp10 = c_temp3 + c_temp4 ;
    c_temp11 = c_temp5 + c_temp6 ;		
    c_temp12 = c_temp9 + c_temp10;
    c_temp7 = d12 + c_temp11;
    c = c_temp12 + c_temp7;
   end
endmodule
module mini_multiplier_fpu_test(
  input [23:0]	a,
  input [2:0] 	b,
  output reg [47:0] 		c
    );
  always @(*) begin
    case (b)
      3'b000 : c <= 1'b0 ; 
      3'b010 : c <= {{24{1'b0}},a} ; 
      3'b100 : c <= ~{{23{1'b0}},a,1'b0} + 48'b1 ;
      3'b110 : c <= ~{{24{1'b0}},a} + 48'b1 ; 
      3'b001 : c <= {{24{1'b0}},a} ;
      3'b011 : c <= {{23{1'b0}},a,1'b0} ; 
      3'b101 : c <= ~{{24{1'b0}},a} + 48'b1 ;
      3'b111 : c <= 1'b0 ;  			
    endcase
  end 
endmodule
```

## ./run.sh

```bash
#!/bin/bash
# OpenROAD 26Q1-2900-gdf79404cd8, Yosys 0.63+post, stock flow scripts
make -C /OpenROAD-flow-scripts/flow DESIGN_CONFIG=/design/flow/config.mk WORK_HOME=/design/flow/orfs finish
```

==> impl_metrics.ini <==
; flow metrics
[clock_tree]
hold_buffers = 0
cts_resized = 0
htreeDepth = 2
post_cts_buffers = 0
clockBufferDepth = 3
worstSkewPairLatency_ps = 660
cts-root-buf = clkbuf_16
path_clk_slew_ps = 60
tritoncts = built
cts_sinks = 491
cts_buffers = 57

[timing]
skew_ps = 55.81
max_freq_mhz = 171.1
rsz0062_at_grt = false
hold_slack_ps = 329.8
period_minus_slack_ps = 5845
setup_violations = 0
tightest_slew_ps = 1045
timing.final.crit_share = 0.5412
drv_slew = 0
slew_headroom = 0.3031
finalHoldViolCount = 0
worst_slack_ps = 4955
setup_tns_ps = 0

[power_and_ir_drop]
power_uw = 14790
power_density_mw_per_mm2 = 409.0
leakagePower_uw = 0.01590
ir_drop_mv = 0.5963

[placement]
dp_hpwl_mm = 93.04
place_congestion = 1.041
portBuffers = 98
place_ws_ps = 5038

[critical_path]
cp_data_arrival_time_ps = 6370
cp_max_fo = 6
cp_num_buf_inv = 3
start_kind = register
critPathTopFamily = adder cells
critPathMaxStageDelay_ps = 580
crit_type = reg2reg
cp_slowest_cell = a21boi_0
cp.required_ps = 11330
endpoint_kind = register
path_cells = inv_1, fa_1, inv_1, fa_1, fa_1, fa_1, fa_1, ha_1, and3_1, nand3_1, a211oi_1, buf_4, o2111ai_1, a21boi_0, nor4b_1, a311oi_1
crit_path_frequent_cell = fa_1

[global_route]
grt_pass1_vias = 26340
grt_pass1_wl_mm = 182.2
antenna_found_initial = 13
grt_max_degree = 65
grt_use_total = 0.3230
gr-total-overflow = 0

[drt]
drc_errors = 0
drtAntennaViolNets = 0
drt_iter0_markers = 3205
wire_per_inst_um = 26.55
drt_first_pass_iters = 8
avgViaCountPerCell = 5.782
postRouteWirelength_mm = 126.1
vias = 27460

[finish]
final_cell_mix = inv_1, dfxtp_1, nand2_1, o21ai_0, fa_1
largest_reg_flops = 31
drive_gt1_frac = 0.06706
n_fill_cell = 7617
synthToLayoutAreaGrowth_pct = 12.42
layout_top_cell = inv_1
top_register = out_res
post-route-util = 0.4564

[logic_synthesis]
area_leaders = dfxtp_1, fa_1, inv_1, o21ai_0, nand2_1
syn_area_mm2 = 0.03218
syn-instance-count = 3680
yosys.area.top_type_share = 0.2930
ys_ff = 491
async_reset_ff_frac = 0
ys_cells = 3680
seq_area_frac_synth = 0.3117
edf_count = 20
ys_chip_area_mm2 = 0.03218
synth_area_per_cell_um2 = 8.743
largest_area_cell = dfxtp_1
yosys_most_used_dff = dfxtp_1
ys_warn_count = 5
synth.distinct_cells = 68

[flow_run]
cap_viol_max_count = 0
warnings = 29

[floorplanning]
fp-utilization = 0.4060
ios = 99
die_h_um = 285.6
rows = 103
core_mm2 = 0.07926
dieArea_mm2 = 0.08158
die_w_um = 285.6

[run_status]
outcome = completed

[hold_path]
hold_class = reg2reg
[synth_stat cells, drive strengths merged, types with 15 or more instances]
cell and instances:
a22oi 46, a22o 38, ha 100, clkbuf 262, dfxtp 471, nand4 23
o221ai 61, a21o 31, nand3 22, a221oi 124, o22ai 30, a211oi 23
buf 35, inv 494, o211ai 15, a21oi 186, nor2 210, nand2 389
edfxtp 20, xnor2 86, o21ai 336, and2 73, nor3 37, a222oi 20
fa 307, mux2i 20, nor4 21, xor2 96
[power breakdown]
part	internal (uW)	total (uW)	switching (uW)
clock	1180	2020	841
combinational	4220	10400	6160
sequential	2260	2400	138
total	7660	14800	7140
[per-layer routing]
| metal | track usage | wire length (um) | vias up |
|---|---|---|---|
| met5 | 0.01221 | 306 | - |
| met4 | 0.1168 | 6239 | 26 |
| met3 | 0.1770 | 19980 | 399 |
| met2 | 0.4411 | 51350 | 1823 |
| met1 | 0.4401 | 48220 | 12960 |
| li1 | - | - | 12250 |
[worst paths after layout]
check / end / slack [ps] / startpoint / cells after the start
max reg2reg: m1.c_reg[42] / 4960 / m1.mul.d1[24] / 16
max: m1.c_reg[42] / 4960 / m1.mul.d1[24] / 16
min: underflow_exception_1_fw / 330 / underflow_exception_1 / 0
min reg2reg: underflow_exception_1_fw / 330 / underflow_exception_1 / 0
[cells by family (layout without fill, tap and decap cells)]
| group | after synthesis | in the layout | synth area share |
|---|---|---|---|
| fa+ha+maj | 407 | 407 | 0.2299 |
| xor+xnor | 182 | 182 | 0.05059 |
| mux | 20 | 20 | 0.006222 |
| compound gates | 963 | 963 | 0.1941 |
| buf+inv | 792 | 810 | 0.09352 |
| other cells | 0 | 1 | 0 |
| simple gates | 825 | 825 | 0.1139 |
| flops | 491 | 491 | 0.3117 |
[through the flow]
stage          instance area [um2]  instances
2_1_floorplan                32180       3680
3_3_place_gp                 34210       4643
3_5_place_dp                 34210       4643
4_1_cts                      36170       4748
5_1_grt                      36170       4748
6_report                     36170       4749
[layout make-up]
type	count	area, um2	area share
Multi-Input combinational cell	2397	19170	0.5300
Sequential cell	491	10040	0.2776
Inverter	495	1858	0.05137
Timing Repair Buffer	210	1822	0.05036
Clock buffer	68	1549	0.04282
Tap cell	1050	1314	0.03632
Clock inverter	37	414.1	0.01145
Antenna cell	1	2.502	0.00006918
